==> ./design.v <==
`timescale 1ns / 1ps
module FreqCounter(
	 input clock,
	 input IPS_left,
     input IPS_mid,
     input IPS_right,
	 input signalleftred,
	 input signalleftblue,
	 input signalrightred,
	 input signalrightblue,	 
	 output right_red,
	 output left_red,
	 output left_forward,
     output left_backward,
     output right_forward,
     output right_backward,
	 output a, b, c, d, e, f, g,  
     output [3:0]an
    );
parameter countToR = 55000000;  
parameter countToL = 55000000;  
parameter Delay = 200000000;
reg [15:0] right_red_freq_count;
reg [15:0] left_red_freq_count;
reg [15:0] right_blue_freq_count;
reg [15:0] left_blue_freq_count;
reg [15:0] freq_outR;
reg [15:0] freqHold0R;
reg [15:0] freqHold1R;
reg [15:0] freqHold2R;
reg [15:0] freqHold3R;
reg [15:0] freqHold4R;
reg [15:0] freqHold5R;
reg [15:0] freqHold6R;
reg [15:0] freqHold7R;
reg [15:0] freqHold8R;
reg [15:0] freqHold9R;
reg [15:0] freqHold10R;
reg [15:0] freqHold11R;
reg [15:0] freqHold12R;
reg [15:0] freqHold13R;
reg [15:0] freqHold14R;
reg [15:0] freqHold15R;
reg [15:0] freq_outL;
reg [15:0] freqHold0L;
reg [15:0] freqHold1L;
reg [15:0] freqHold2L;
reg [15:0] freqHold3L;
reg [15:0] freqHold4L;
reg [15:0] freqHold5L;
reg [15:0] freqHold6L;
reg [15:0] freqHold7L;
reg [15:0] freqHold8L;
reg [15:0] freqHold9L;
reg [15:0] freqHold10L;
reg [15:0] freqHold11L;
reg [15:0] freqHold12L;
reg [15:0] freqHold13L;
reg [15:0] freqHold14L;
reg [15:0] freqHold15L;
reg temp_right_red;
reg temp_left_red;
reg [25:0] fcountR;
reg [25:0] fcountL;
reg [20:0] scounterR;
reg [20:0] scounterL;
reg [20:0] dcounter;
reg [20:0] swidthR;
reg [20:0] swidthL;
reg old_sig1;
reg old_sig2;
reg old_sig3;
reg old_sig4;
reg [4:0] debounce_sig1;
reg [4:0] debounce_sig2;
reg [4:0] debounce_sig3;
reg [4:0] debounce_sig4;
reg [2:0] avClkR;
reg [2:0] avClkL;
reg [18:0] freqTempR;
reg [18:0] freqTempL;
reg [3:0]temp_an;
reg [6:0]temp_sseg;
reg [19:0] mcounter;  
reg [19:0] mwidth;    
reg temp_left_forward;       
reg temp_left_backward;      
reg temp_right_forward;
reg temp_right_backward;
reg [2:0] state;
reg [27:0] servodelaycount;
reg incflag;
initial begin
	fcountR = 26'b0;
	fcountL = 26'b0;
	scounterR = 21'b0;
	scounterL = 21'b0;
	dcounter = 21'b0;
	swidthR = 21'd225000;
	swidthL = 21'd60000;
	old_sig1 = 1'b0;
	old_sig2 = 1'b0;
	old_sig3 = 1'b0;
	old_sig4 = 1'b0;
	freq_outR = 16'b0;
	freq_outL = 16'b0;
	right_red_freq_count = 16'b0;
	left_red_freq_count = 16'b0;
	right_blue_freq_count = 16'b0;
	left_blue_freq_count = 16'b0;
	avClkR = 3'b0;
	freqTempR = 19'b0;	
	freqHold0R = 16'b0;
	freqHold1R = 16'b0;
	freqHold2R = 16'b0;
	freqHold3R = 16'b0;
	freqHold4R = 16'b0;
	freqHold5R = 16'b0;
	freqHold6R = 16'b0;
	freqHold7R = 16'b0;
	freqHold8R = 16'b0;
	freqHold9R = 16'b0;
	freqHold10R = 16'b0;
	freqHold11R = 16'b0;
	freqHold12R = 16'b0;
	freqHold13R = 16'b0;
	freqHold14R = 16'b0;
	freqHold15R = 16'b0;
    avClkL = 3'b0;
    freqTempL = 19'b0;
    freqHold0L = 16'b0;
    freqHold1L = 16'b0;
    freqHold2L = 16'b0;
    freqHold3L = 16'b0;
    freqHold4L = 16'b0;
    freqHold5L = 16'b0;
    freqHold6L = 16'b0;
    freqHold7L = 16'b0;
    freqHold8L = 16'b0;
    freqHold9L = 16'b0;
    freqHold10L = 16'b0;
    freqHold11L = 16'b0;
    freqHold12L = 16'b0;
    freqHold13L = 16'b0;
    freqHold14L = 16'b0;
    freqHold15L = 16'b0;
	temp_an = 4'b0;
	debounce_sig1 = 5'b0;
	debounce_sig2 = 5'b0;
	debounce_sig3 = 5'b0;
	debounce_sig4 = 5'b0;
	temp_sseg = 0;
	mcounter = 0;
    mwidth = 0;
    temp_left_forward = 0;
    temp_left_backward = 0;
    temp_right_forward = 0;
    temp_right_backward = 0;
    state = 3'b0;
    servodelaycount = 28'b0;
    incflag = 1'b0;
end
always @(posedge clock) begin
	fcountR = fcountR + 1;
	fcountL = fcountL + 1;
	scounterR = scounterR + 1;
	scounterL = scounterL + 1;
	dcounter = dcounter + 1;
	debounce_sig1[0] = signalleftred;
	debounce_sig2[0] = signalleftblue;
	debounce_sig3[0] = signalrightred;
	debounce_sig4[0] = signalrightblue;
	debounce_sig1 = debounce_sig1 << 1;
	debounce_sig2 = debounce_sig2 << 1;
	debounce_sig3 = debounce_sig3 << 1;
	debounce_sig4 = debounce_sig4 << 1;
	if ((&debounce_sig1) | (~&debounce_sig1))begin
		if ((signalleftred != old_sig1)) begin
			left_red_freq_count = left_red_freq_count +1;
		end
	end
	if ((&debounce_sig2) | (~&debounce_sig2))begin
        if ((signalleftblue != old_sig2)) begin
            left_blue_freq_count = left_blue_freq_count +1;
        end
    end	
	if ((&debounce_sig3) | (~&debounce_sig3))begin
        if ((signalrightred != old_sig3)) begin
            right_red_freq_count = right_red_freq_count +1;
        end
    end
	if ((&debounce_sig4) | (~&debounce_sig4))begin
        if ((signalrightblue != old_sig4)) begin
            right_blue_freq_count = right_blue_freq_count +1;
        end
    end        
	if (fcountR >= (countToR >> 4)) begin
		freq_outR = right_red_freq_count << 3; 
		freq_outR = right_blue_freq_count << 3; 
		fcountR = 0;
		right_red_freq_count = 0;		
		right_blue_freq_count = 0;
		avClkR = avClkR + 1;
	end
	case (avClkR)
            0 : freqHold0R = freq_outR;
            1 : freqHold1R = freq_outR;
            2 : freqHold2R = freq_outR;
            3 : freqHold3R = freq_outR;
            4 : freqHold4R = freq_outR;
            5 : freqHold5R = freq_outR;
            6 : freqHold6R = freq_outR;
            7 : begin
                    freqHold7R = freq_outR;
                    freqTempR = freqHold0R + freqHold1R + freqHold2R + freqHold3R +freqHold4R + freqHold5R + freqHold6R + freqHold7R+freqHold8R + freqHold9R + freqHold10R + freqHold11R +freqHold12R + freqHold13R + freqHold14R + freqHold15R;
                 end
          default :;
      endcase
	if (fcountL >= (countToL >> 4)) begin		
		freq_outL = left_red_freq_count << 3; 
		freq_outL = left_blue_freq_count << 3; 
		fcountL = 0;		
		left_red_freq_count = 0;		
		left_blue_freq_count = 0;
		avClkL = avClkL + 1;
	end
    case (avClkL)
		0 : freqHold0L = freq_outL;
		1 : freqHold1L = freq_outL;
		2 : freqHold2L = freq_outL;
		3 : freqHold3L = freq_outL;
		4 : freqHold4L = freq_outL;
		5 : freqHold5L = freq_outL;
		6 : freqHold6L = freq_outL;
		7 : begin
				freqHold7L = freq_outL;
				freqTempL = freqHold0L + freqHold1L + freqHold2L + freqHold3L +freqHold4L + freqHold5L + freqHold6L + freqHold7L + freqHold8L + freqHold9L + freqHold10L + freqHold11L +freqHold12L + freqHold13L + freqHold14L + freqHold15L;
			 end
		default :;
	endcase
	old_sig1 = signalleftred;
	old_sig2 = signalleftblue;
	old_sig3 = signalrightred;
	old_sig4 = signalrightblue;
	freqHold8R = freqHold0R;
	freqHold9R = freqHold1R;
	freqHold10R = freqHold2R;
	freqHold11R = freqHold3R;
	freqHold12R = freqHold4R;
	freqHold13R = freqHold5R;
	freqHold14R = freqHold6R;
	freqHold15R = freqHold7R;
    freqHold8L = freqHold0L;
    freqHold9L = freqHold1L;
    freqHold10L = freqHold2L;
    freqHold11L = freqHold3L;
    freqHold12L = freqHold4L;
    freqHold13L = freqHold5L;
    freqHold14L = freqHold6L;
    freqHold15L = freqHold7L;
    if (scounterR < swidthR) begin        
        temp_right_red <= 1;
    end
    else begin
        temp_right_red <= 0;
    end
    if (scounterL < swidthL) begin        
        temp_left_red <= 1;
    end
    else begin
        temp_left_red <= 0;
    end
end
    always @ (posedge clock) begin
        mcounter = mcounter + 1;   
        if (IPS_left == 1 && IPS_mid == 1 && IPS_right == 0) begin              
            temp_left_backward <= 0;
            temp_right_forward <= 0;            
            if (mcounter < mwidth) begin
                temp_left_forward <= 1;
                temp_right_backward <= 1;
              end 
            else begin
                temp_left_forward <= 0;
                temp_right_backward <= 0;
              end            
        end
        if (IPS_left == 1 && IPS_mid == 0 && IPS_right == 1) begin              
            temp_left_backward <= 0;
            temp_right_backward <= 0;            
            if (mcounter < mwidth) begin
                temp_left_forward <= 1;
                temp_right_forward <= 1;
              end 
            else begin
                temp_left_forward <= 0;
                temp_right_forward <= 0;
              end            
        end
        if (IPS_left == 1 && IPS_mid == 0 && IPS_right == 0) begin              
            temp_left_backward <= 0;
            temp_right_forward <= 0;            
            temp_right_backward <= 0;
            if (mcounter < mwidth) begin
                temp_left_forward <= 1;                
              end 
            else begin
                temp_left_forward <= 0;                
              end            
        end 
        if (IPS_left == 0 && IPS_mid == 1 && IPS_right == 1) begin              
            temp_left_forward <= 0;
            temp_right_backward <= 0;            
            if (mcounter < mwidth) begin
                temp_left_backward <= 1;
                temp_right_forward <= 1;
              end 
            else begin
                temp_left_backward <= 0;
                temp_right_forward <= 0;
              end            
        end          
        if (IPS_left == 0 && IPS_mid == 0 && IPS_right == 1) begin              
            temp_left_forward <= 0;
            temp_left_backward <= 0;                        
            temp_right_backward <= 0;
            if (mcounter < mwidth) begin
                temp_right_forward <= 1;                
              end 
            else begin
                temp_right_forward <= 0;                
              end            
        end 
    end
    always @ (*) begin
         if (IPS_left == 0 || IPS_mid == 0 || IPS_right == 0) begin   
             mwidth = 20'd1048575;
         end
         else begin               
             mwidth = 20'd0;      
         end
       end
       always @(posedge clock) begin
            servodelaycount = servodelaycount + 1;
            case(state)
                3'b000: begin
                    incflag = 0;
                    if (((freqTempR >> 4) >= 250)) begin
                        state = 3'b100;
                    end
                    if (((freqTempL >> 4) >= 250)) begin
                        state = 3'b101;
                    end
                end    
                3'b001: begin 
                    if (incflag == 0) begin
                        swidthR = swidthR - 21'd55000;
                        incflag = 1;
                    end
                    if (servodelaycount>=Delay)begin
                        swidthL = swidthL + 21'd55000;
                        state = 3'b011;
                    end
                end
                3'b010: begin
                    if (incflag == 0) begin
                        swidthL = swidthL + 21'd55000;
                        incflag = 1;
                    end
                    if (servodelaycount>=Delay)begin
                        swidthR = swidthR - 21'd55000;
                        state = 3'b011;
                    end
                end
                3'b011: begin
                    servodelaycount = 0;
                    state = 3'b000;
                end 
                3'b100: begin
                    servodelaycount = 0;
                    state = 3'b001;
                end  
                3'b101: begin
                    servodelaycount = 0;
                    state = 3'b010;
                end           
           endcase
       end
always @ (*) begin      
     case(dcounter[20:19])               
               2'b00 :   
                begin                 
                 temp_an = 4'b1110;
                  if (((freqTempR >> 4) >= 250) || ((freqTempL >> 4) >= 250)) begin
                    temp_sseg = 7'b1000110;   
                  end
                  else begin
                    temp_sseg = 7'b1111111;   
                  end
                end
              2'b01:   
                begin
                temp_an = 4'b1101;
                    if ((((freqTempR >> 4) < 250) &&  ((freqTempR >> 4) > 25)) || (((freqTempL >> 4) < 250) && ((freqTempL >> 4) > 25))) begin
                        temp_sseg = 7'b0001110;  
                    end 
                    else begin
                        temp_sseg = 7'b1111111;  
                    end
                end 
               2'b10:   
                begin
                 temp_an = 4'b1011;
                 temp_sseg = 7'b1111111;    
                end
               2'b11:   
                begin
                 temp_an = 4'b0111;                 
                 temp_sseg = 7'b1111111;   
                end
    endcase
end
  assign right_red = temp_right_red;
  assign left_red = temp_left_red;
  assign an = temp_an;
  assign {g, f, e, d, c, b, a} = temp_sseg;
  assign left_forward = temp_left_forward;
  assign left_backward = temp_left_backward;
  assign right_forward = temp_right_forward;        
  assign right_backward = temp_right_backward;
endmodule
==> ./run.sh <==
#!/bin/bash
# OpenROAD 26Q1-2900-gdf79404cd8, Yosys 0.63+post, stock flow scripts
make -C /OpenROAD-flow-scripts/flow DESIGN_CONFIG=/design/flow/config.mk WORK_HOME=/design/flow/orfs finish
==> ./config.mk <==
export PLATFORM = sky130hd
export DESIGN_NAME = FreqCounter
export DESIGN_NICKNAME = FreqCounter
export VERILOG_FILES = /design/flow/design.v
export SDC_FILE = /design/flow/constraint.sdc
export NUM_CORES = 4
export LEC_CHECK = 1
export CORE_UTILIZATION = 40
==> ./constraint.sdc <==
current_design FreqCounter

set clk_period 11.3
set clk_io_pct 0.2

create_clock -name clk0 -period $clk_period [get_ports {clock}]

set non_clock_inputs [all_inputs -no_clocks]
set_input_delay [expr $clk_period * $clk_io_pct] -clock clk0 $non_clock_inputs
set_output_delay [expr $clk_period * $clk_io_pct] -clock clk0 [all_outputs]
==> impl_metrics.ini <==
; flow metrics
[die]
placementRows = 98
core_sq_um = 71500
ios = 25
fp.dieW_um = 271
chipArea_sq_um = 73300
fp_util_pct = 40.4
dieHeight_um = 271

[logic_synthesis]
syn-cell-area_sq_um = 28900
top_cell_area_share_pct = 33.8
synth_cells = 2373
avgSynthCellArea_sq_um = 12.2
ys.flop_type = edfxtp_1
ys_seq_share_pct = 50.0
ys_warn_count = 1
synth_chip_area_sq_um = 28900
area_leaders = edfxtp_1 34%, dfxtp_1 16%, fa_1 15%
synth.distinct_cells = 88
largest_area_cell = edfxtp_1
synth-seq-cells = 559
yosys_cells = 2373
edf_count = 325
synthArstFlopShare_pct = 0

[global_route]
grt_pass1_wl_um = 82500
use_met2_pct = 20.6
grt_pass1_vias = 17300
overflow = 0
grtUsageMet3_pct = 6.36
grt_max_degree = 32
grtUsageMet1_pct = 21.9
gr-usage-all-layers_pct = 14.4
busiest_layer = met1
antenna_found_initial = 0

[clocking]
root_buffer = clkbuf_16
post_cts_resized = 0
clk_latency_ns = 0.61
clk_pin_slew_ns = 0.06
cts_setup_buffers = 0
tritoncts.num_buffers = 60
cts_max_level = 2
clk_path_buf_depth = 3
ctsHoldBuffers = 0
clkSinkCount = 559
cts_tree = done

[timing]
rsz0062_at_grt = false
setup_tns_ns = 0
period_needed_ns = 8.14
fmax_ghz = 0.123
finalHoldViolCount = 0
setup_violations = 0
drv_slew = 0
maxSlewHeadroom_pct = 30.1
tightest_slew_ns = 1.02
finClkSkew_ns = 0.0192
holdWs_ns = 0.405
finalClockPeriodUsage_pct = 72.0
timing.final.ws_setup_ns = 3.16

[placed_design]
place_congestion = 0.840
place_ws_ns = 2.47
port_buffers = 20
placed_area_sq_um = 30300
hpwl_um = 32200

[cells_and_area]
nFillCells = 6146
final_area_sq_um = 32400
regArea_sq_um = 14400
areaGrowthSynthToFinish_pct = 12.1
drive_gt1_share_pct = 7.86
comb_area_sq_um = 13200

[worst_setup_path]
critPathLaunch = signalrightblue
crit_chain = clkdlybuf4s50_1 > xor2_1 > nand4_1 > xnor2_1 > mux2_4 > fa_1 > inv_1 > fa_1 > fa_1 > fa_1 > inv_1 > ha_1 > and3_1 > a2111oi_0 > o21bai_1 > a21o_1 > a2111oi_0 > o31ai_1 > a21oi_1 > xnor2_1
regToRegSetupSlack_ns = 3.35
startpoint_type = input pin
crit_end = freqTempR[18]
r2r_cells = 25
r2r_end = freqTempL[17]
cpMaxStageDelayCell = a2111oi_0
required_ns = 11.66
cp.depth = 20
arrival_ns = 8.49
critical_path_class = input pin to flop
end_kind = flop
critPathMostFrequentCell = fa_1
cp_max_fo = 10
slowest_delay_ns = 0.65
worst-path-buf-inv = 3
r2r-start = fcountL[0]
path_delay_family = adder cells

[detailed_routing]
drc_errors = 0
firstDrtPassIters = 5
wl_per_cell_um = 13.8
first_iter_violations = 688
vias_per_cell = 4.83
totalWireLength_um = 47300
detail-route-antenna-nets = 0
n_antenna_cell = 0
vias = 16600

[flow_run]
warnings = 33
drv_cap = 0

[worst_hold_path]
hp-class = flop to flop

[status]
status = finished clean

[power]
metal layers:
metal | vias to the layer above | part of all wire [%]
met4 | 0 | 2.2
met1 | 7920 | 46
met3 | 73 | 9.0
met2 | 410 | 43
li1 | 8240 | -
met5 | - | 0
sequential cells by signal (all words and copies together) (netlist names), 18 cells and up:
name             flops
fcountL             26
swidthL             18
dcounter            21
scounterR           21
scounterL           21
mcounter            20
servodelaycount     28
fcountR             26
swidthR             18
synth_stat cells (17+ instances only):
library cell and number:
dfxtp_1 234, edfxtp_1 325, nand2_1 126, a21o_1 17
and3_1 40, ha_1 96, inv_1 301, fa_1 220
nor3_1 34, o21ai_0 49, nand3_1 94, nand4_1 42
nand2b_1 18, a21oi_1 55, nor2_1 146, and2_1 46
xnor2_1 148, clkbuf_1 20, xor2_1 76
layout by cell type (no fill, tap or decap), types with 8 or more instances in the layout:
cell,instances
nor2b_1,14
clkinv_2,10
xnor2_1,148
fa_1,220
clkinvlp_4,8
a21o_1,17
or3_1,15
o211ai_1,9
nor3_1,34
edfxtp_1,325
nand4_1,42
nand3b_1,8
a21oi_1,55
mux2_4,13
nand2_1,126
nor2_1,145
o21ai_0,49
and2_1,46
nand3_1,94
conb_1,10
nand2b_1,18
dfxtp_1,234
xor2_1,76
and3_1,40
o31ai_1,9
mux2i_2,8
a31oi_1,14
ha_1,96
clkdlybuf4s50_1,20
or2_2,8
mux2_2,11
and4_1,13
nor4_1,9
clkbuf_1,12
buf_4,22
clkbuf_16,62
inv_1,301
metrics by stage:
step                      util [%]  cells
final                         45.3   3443
after global routing          45.3   3443
after CTS                     45.3   3443
after detailed placement      42.4   3331
after global placement        42.4   3331
after floorplan                  -   2381
cell families (layout without fill, tap and decap cells):
kind of cell               after synthesis  in the layout  share of synthesized area, %
AOI/OAI and AO/OA                      242            242                          5.65
xor gates and xnor gates               224            224                          6.80
adders and majority gates              316            316                          19.4
buffers and inverters                  343            455                          4.75
DFF                                    559            559                          50.0
muxes                                   43             43                          1.79
other                                    2             10                        0.0260
and+or+nand+nor                        644            644                          11.5
worst min path at each step:
stage             endpoint  slack [ns]          from  cells past startpoint
global route  scounterL[0]        0.42  scounterL[0]                      1
CTS           scounterL[0]        0.41  scounterL[0]                      1
finish        scounterL[0]        0.40  scounterL[0]                      1
area by class of cell:
| cell class | count | area share [%] |
|---|---|---|
| sequential | 559 | 44.6 |
| clock inverter | 31 | 1.05 |
| multi-input combinational | 1479 | 40.8 |
| clock buffer | 81 | 5.23 |
| timing repair buffer | 42 | 1.13 |
| tap | 950 | 3.67 |
| inverter | 301 | 3.49 |
